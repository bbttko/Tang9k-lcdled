### ./run.sh
#!/bin/bash
# OpenROAD 26Q1-2900-gdf79404cd8, Yosys 0.63+post, stock flow scripts
make -C /OpenROAD-flow-scripts/flow DESIGN_CONFIG=/design/flow/config.mk WORK_HOME=/design/flow/orfs finish
### ./config.mk
export PLATFORM = sky130hd
export DESIGN_NAME = VGAMod2
export DESIGN_NICKNAME = VGAMod2
export VERILOG_FILES = /design/flow/design.v
export SDC_FILE = /design/flow/constraint.sdc
export NUM_CORES = 4
export LEC_CHECK = 1
export CORE_UTILIZATION = 30
### ./constraint.sdc
current_design VGAMod2

set clk_period 4.8
set clk_io_pct 0.2

create_clock -name clk0 -period $clk_period [get_ports {PixelClk}]

set non_clock_inputs [all_inputs -no_clocks]
set_input_delay [expr $clk_period * $clk_io_pct] -clock clk0 $non_clock_inputs
set_output_delay [expr $clk_period * $clk_io_pct] -clock clk0 [all_outputs]
### ./design.v
module VGAMod2 (
        input                   CLK, nRST, PixelClk,
        output                  LCD_DE, LCD_HSYNC, LCD_VSYNC,
        output          [4:0]   LCD_B,
        output          [5:0]   LCD_G,
        output          [4:0]   LCD_R
    );
    reg         [15:0]  HCount;
    reg         [15:0]  VCount;
    localparam  HBlanking = 16'd45;
    localparam  HActive   = 16'd480;
    localparam  HTotal    = HBlanking + HActive;
    localparam  VBlanking = 16'd16;
    localparam  VActive   = 16'd272;
    localparam  VTotal    = VBlanking + VActive;
    localparam      Width_bar   =   45;
    reg         [15:0]  BarCount;
	reg			[9:0]  Data_R;
	reg			[9:0]  Data_G;
	reg			[9:0]  Data_B;
    always @( posedge PixelClk or negedge nRST ) begin
        if (!nRST) begin
            HCount <=  16'b0;    
            VCount <=  16'b0;
			Data_R <= 9'b0;
			Data_G <= 9'b0;
			Data_B <= 9'b0;
            BarCount <=9'd5;
            end 
        else if( HCount == HTotal ) begin         
            HCount <= 16'b0;
            VCount <= VCount + 1'b1;
            end
        else if( VCount == VTotal ) begin
            VCount <= 16'b0;
            HCount <= 16'b0;
            end
        else
            HCount <= HCount + 1'b1;
    end
    assign  LCD_HSYNC = ( HCount <= HBlanking ) ? 1'b0 : 1'b1;
	assign  LCD_VSYNC = ( VCount <= VBlanking ) ? 1'b0 : 1'b1;
    assign  LCD_DE = ( LCD_HSYNC & LCD_VSYNC ) ? 1'b1 : 1'b0;
    assign  LCD_R = (HCount < 45 * 5) ? 5'b10000 :  5'b00000;
    assign  LCD_G = (HCount < 45 * 6) ? 6'b100000 : 6'b000000;
    assign  LCD_B = (HCount < 45 * 7) ? 5'b11000 :  5'b00000;
endmodule
==> results_slide.txt <==
Key Metrics from the Run

Floorplan
  • Die outline area: 6640 sq um
  • Core ar.: 5990 sq um
  • Horiz. Die Dim: 81.5 um
  • Number of placed I/O pins: 22
  • Die height: 81.5 um
  • Count of standard-cell rows: 28
  • Fraction of the core area occupied by cells at floorplan: 0.316

Drt
  • Remaining design rule violation count: 0
  • Vias: 1385
  • Top routing layer in use: met4
  • Via density per instance: 4.84
  • Total length of routed met2 wires: 1490 um
  • Met3 wire len: 105 um
  • Total length of routed wires: 3480 um
  • Post-route ant nets: 0
  • Number of violations reported at the end of detailed-routing iteration 0: 57
  • Wire per inst: 12.2 um
  • Diode count: 0
  • Length of the first detailed-routing pass in iterations: 4
  • Met1 Routed Length: 1820 um

Timing
  • Worst-case headroom to the max-slew limit: 0.589
  • FMAX: 289 MHz
  • Post-Route Hold Slack: 478 ps
  • Number of failing hold endpoints at the final stage: 0
  • Post-layout min period: 3460 ps
  • Fraction of the cycle the final worst path needs: 0.720
  • Setup repair after global routing missed its margin: no
  • Pin slew with the least headroom to its limit: 611 ps
  • Final-report setup violation count: 0
  • Number of pins exceeding their max-slew limit in the final report: 0
  • Final sum of negative setup slack: 0 ps
  • Clock Skews: 8.12 ps

Synth
  • Fraction of synthesis flops using an asynchronous set or reset pin: 1.00
  • Number of cells produced by synthesis: 203
  • Yosys reg bits: 32
  • Yosys-reported design area after synthesis: 1890 sq um
  • Synth warn: 1
  • Cell Area, Synth: 1890 sq um
  • Post-synth tally of flip-flops with integrated enable: 0
  • Yosys Instances: 203
  • Register area share after synthesis: 0.423
  • Top_reg_cell synth: sky130_fd_sc_hd__dfrtp_1
  • Syn avg cell area: 9.33 sq um
  • Count of unique library cells instantiated by Yosys: 37

Worst hold path
  • Launch point of the worst hold path: VCount[15]$_DFFE_PN0P_
  • Hold Crit Depth: 1
  • Worst hold path type: flip-flop to flip-flop
  • Worst hold endpoint: VCount[15]$_DFFE_PN0P_

Setup path
  • WS Path Type: flip-flop to output port
  • Top fanout value on the critical path: 5
  • Length in cells of the worst reg-to-reg path: 4
  • Data arrival time of the critical path: 2500 ps
  • Worst Path Required: 3840 ps
  • Setup slack, reg-to-reg: 2760 ps
  • Critical R2R Launch: HCount[5]$_DFF_PN0_
  • Critical Path Start Type: flip-flop
  • End of the worst register-to-register path: VCount[3]$_DFFE_PN0P_
  • Launch point of the worst path: HCount[10]$_DFF_PN0_
  • CP endpoint kind: output port

Global route
  • GRT Util Overall: 0.120
  • Antenna violations before repair: 0
  • Maximum number of pins on one net before global-route repair: 33
  • Wire length of the first global-routing pass: 6110 um
  • Number of global-route vias before repair: 1281
  • Grt ovf: 0

Clock network
  • Total number of H-tree levels: 2
  • Root buffer selected by CTS: sky130_fd_sc_hd__clkbuf_8
  • Post-CTS setup buffer count: 0
  • CTS Buffer Depth: 2
  • CTS clk-pin slew, worst paths: 70 ps
  • Hold bufs inserted after CTS: 0
  • # resized after CTS: 0
  • Clk Latency, worst-skew pair: 290 ps
  • Number of sinks on the clock net: 32
  • TritonCTS clock tree: built
  • Number of buffers added by the clock tree synthesis step: 5

Power
  • Sw frac: 0.203
  • Reg power frac: 0.506
  • Leakage Power: 0.888 nW
  • Power per unit of standard cell area: 255 nW/um^2
  • Maximum resistive drop on vdd: 0.187 mV
  • Internal Dissipation: 0.425 mW
  • Reported net switching power: 0.108 mW
  • Clock Power Share: 0.482
  • Comb power frac: 0.012

Finish
  • Proportion of layout cells with a drive suffix above 1: 0.0616
  • Count of filler cells inserted in the layout: 593
  • Area growth syn-to-layout: 10.3%

Placed design
  • Number of buffer cells added on primary ports: 8
  • Dpl hpwl: 2390 um
  • Global placer's final weighted congestion: 0.813

Job
  • Tool warning count: 29
  • Max Cap Violations: 0

Status
  • Run status: finished clean
==> power groups by stage <==
stage | combinational (mW) | clock (mW) | sequential, mW
4_1_cts | 0.00739 | 0.265 | 0.269
5_1_grt | 0.00861 | 0.277 | 0.269
6_report | 0.00656 | 0.257 | 0.270
==> critical path, stage by stage, from the launching register on <==
cell	delay, ps
sky130_fd_sc_hd__dfrtp_1	430
sky130_fd_sc_hd__nor4_1	570
sky130_fd_sc_hd__nand2_1	240
sky130_fd_sc_hd__nor4_1	380
sky130_fd_sc_hd__a21boi_0	170
sky130_fd_sc_hd__clkdlybuf4s50_1	430
==> area by class of cell <==
type / instances / area, sq um / share of cell area
flip-flops and latches: 32 / 801 / 0.383
well taps: 75 / 93.8 / 0.0449
repair buffers: 9 / 87.6 / 0.0419
inverters: 9 / 33.8 / 0.0162
multi-input cells: 153 / 966 / 0.462
clock buffers: 6 / 72.6 / 0.0347
clock inverters: 2 / 35.0 / 0.0168
==> logic make-up (layout without fill, tap and decap cells) <==
kind of cell    count (synthesis)  in the layout  synth area share
buf+inv                        29             26            0.0892
other cells                     1             12           0.00198
flops                          32             32             0.423
compound gates                 19             19            0.0707
xor+xnor                       25             25             0.116
simple gates                   92             92             0.267
fa+ha+maj                       5              5            0.0330
==> metrics by stage <==
| stage | std cells | total power, mW | cell area, sq um | setup WS (ps) | util |
|---|---|---|---|---|---|
| floorplan | 214 | 0.282 | 1940 | 2400 | - |
| global placement | 278 | 0.282 | 1980 | 1630 | 0.331 |
| detailed placement | 278 | 0.282 | 1980 | 1650 | 0.331 |
| CTS | 286 | 0.541 | 2090 | 1330 | 0.349 |
| global route | 286 | 0.555 | 2090 | 1140 | 0.349 |
| finish | 286 | 0.533 | 2090 | 1340 | 0.349 |
==> worst max-delay path by stage <==
| stage | slack [ps] | depth (start not counted) | endpoint |
|---|---|---|---|
| after CTS | 1330 | 5 | LCD_DE |
| after global routing | 1140 | 5 | LCD_DE |
| final | 1340 | 5 | LCD_DE |
==> state kept, by name, indices dropped and copies added (netlist names) <==
register and flops:
HCount 16, VCount 16
==> cells in the final DEF (no fill, tap or decap), types with 2 or more instances in the layout <==
master                             n
sky130_fd_sc_hd__dfrtp_1          32
sky130_fd_sc_hd__xnor2_1          24
sky130_fd_sc_hd__nor2_1           20
sky130_fd_sc_hd__nand2_1          14
sky130_fd_sc_hd__nand3_1          12
sky130_fd_sc_hd__conb_1           12
sky130_fd_sc_hd__nand4_1          10
sky130_fd_sc_hd__inv_1             9
sky130_fd_sc_hd__nor3_1            8
sky130_fd_sc_hd__clkdlybuf4s50_1   8
sky130_fd_sc_hd__nor4_1            7
sky130_fd_sc_hd__and3_1            5
sky130_fd_sc_hd__o21ai_0           5
sky130_fd_sc_hd__a21oi_1           5
sky130_fd_sc_hd__ha_1              5
sky130_fd_sc_hd__clkbuf_8          5
sky130_fd_sc_hd__or3_4             2
sky130_fd_sc_hd__and4_1            2
sky130_fd_sc_hd__or3_1             2
sky130_fd_sc_hd__a31o_1            2
sky130_fd_sc_hd__o211ai_1          2
==> cell usage after synthesis (2+ instances only) <==
library cell                n  area [sq um]
sky130_fd_sc_hd__dfrtp_1   32           801
sky130_fd_sc_hd__xnor2_1   24           210
sky130_fd_sc_hd__nor2_1    20          75.1
sky130_fd_sc_hd__buf_4     14           105
sky130_fd_sc_hd__nand2_1   14          52.6
sky130_fd_sc_hd__nand3_1   12          60.1
sky130_fd_sc_hd__nand4_1   10          62.6
sky130_fd_sc_hd__inv_1      9          33.8
sky130_fd_sc_hd__nor3_1     8          40.0
sky130_fd_sc_hd__nor4_1     7          43.8
sky130_fd_sc_hd__buf_2      6          30.0
sky130_fd_sc_hd__a21oi_1    5          25.0
sky130_fd_sc_hd__and3_1     5          31.3
sky130_fd_sc_hd__ha_1       5          62.6
sky130_fd_sc_hd__o21ai_0    5          25.0
sky130_fd_sc_hd__a31o_1     2          17.5
sky130_fd_sc_hd__and4_1     2          17.5
sky130_fd_sc_hd__o211ai_1   2          15.0
sky130_fd_sc_hd__or3_1      2          12.5
sky130_fd_sc_hd__or3_4      2          22.5
==> metal layers <==
| layer | up-vias | track usage |
|---|---|---|
| met5 | - | 0 |
| met4 | 0 | 0.0196 |
| met3 | 5 | 0.0203 |
| met2 | 19 | 0.176 |
| met1 | 653 | 0.191 |
| li1 | 708 | - |
Power and IR drop assume default switching activity.
