==> ./design.v <==
module led (
    input sys_clk,           
    input sys_rst_n,         
    output reg [5:0] led     
);
reg [23:0] counter;
always @(posedge sys_clk or negedge sys_rst_n) begin
    if (!sys_rst_n)
        counter <= 24'd0;
    else if (counter < 24'd400_0000)        
        counter <= counter + 1;
    else
        counter <= 24'd0;
end
always @(posedge sys_clk or negedge sys_rst_n) begin
    if (!sys_rst_n)
        led <= 6'b111110;
    else if (counter == 24'd400_0000)        
        led[5:0] <= {led[4:0],led[5]};
    else
        led <= led;
end
endmodule
==> ./run.sh <==
#!/bin/bash
# OpenROAD 26Q1-2900-gdf79404cd8, Yosys 0.63+post, stock flow scripts
make -C /OpenROAD-flow-scripts/flow DESIGN_CONFIG=/design/flow/config.mk WORK_HOME=/design/flow/orfs finish
==> ./config.mk <==
export PLATFORM = sky130hd
export DESIGN_NAME = led
export DESIGN_NICKNAME = led
export VERILOG_FILES = /design/flow/design.v
export SDC_FILE = /design/flow/constraint.sdc
export NUM_CORES = 4
export LEC_CHECK = 1
export CORE_AREA = 10 10 97 97
export DIE_AREA = 0 0 107 107
==> ./constraint.sdc <==
current_design led

set clk_period 4.6
set clk_io_pct 0.2

create_clock -name clk0 -period $clk_period [get_ports {sys_clk}]

set non_clock_inputs [all_inputs -no_clocks]
set_input_delay [expr $clk_period * $clk_io_pct] -clock clk0 $non_clock_inputs
set_output_delay [expr $clk_period * $clk_io_pct] -clock clk0 [all_outputs]
==> impl_metrics.toml <==
# generated from flow reports
[global_route]
grt_pass1_wl_mm = 4.692
overflow = 0
met3_usage = 0.01092
grt_pass1_vias = 968
busiest_layer = "met2"
met1_usage = 0.06608
grt_antenna_before_repair = 0
grt_max_degree = 31
grt_usage = 0.04861
met2_usage = 0.07726

[placed_design]
io_buffers = 7
place_hpwl_mm = 1.976
placed_area_sq_mm = 0.001668
routabilityCongestion = 0.8428

[logic_synthesis]
synth-seq-cells = 30
ys_seq_frac = 0.5171
ys_sh_xor = 0.06581
synth-edff-count = 0
aoi_share = 0.07692
mux_share = 0.04615
synth.yosys.warnings = 1
ff_type = "dfrtp_1"
ys_top_cells_by_area = "dfrtp_1, dfstp_2, xnor2_1, nor2_1, mux2_2"
synth_area_sq_mm = 0.001464
top_area_cell = "dfrtp_1"
ys_sh_adder = 0.01709
synth_area_per_cell_sq_um = 10.17
syn_inst = 144
yosys_cells = 144
top_cell_area_share = 0.4274
async_reset_ff_frac = 1.000
synth.distinct_cells = 30
top_logic_kind = "simple AND/OR/NAND/NOR gates"
ys_area_sq_mm = 0.001464
simple_gate_area_frac = 0.2427

[clock_tree]
cts_tree = "built"
cts_max_path_buffers = 2
numClockSinks = 30
cts_resized = 0
root_buffer = "clkbuf_8"
post_cts_buffers = 0
clock_latency_ns = 0.28
cts_hold_buf = 0
htree_levels = 2
path_clk_slew_ns = 0.06
cts-buffers-inserted = 5

[critical_path]
crit_family = "flip-flops"
reg2reg_depth = 5
arrival_ns = 1.30
path_cells = "clkdlybuf4s50_1"
critPathSlowestCell = "dfstp_2"
critPathCaptureType = "primary output"
cp.buffers_inverters = 1
cp_num_cells = 1
critPathKind = "reg -> out"
cpPeakStageDelay_ns = 0.55
required_ns = 3.68
crit_fanout = 3
crit_path_start_kind = "flip-flop"

[die]
rows = 31
ios = 8
dieHeight_microns = 107
dieArea_sq_mm = 0.01145
die_w_microns = 107
fp_util = 0.2008
core_area_sq_mm = 0.007292

[final_timing]
finalMaxSlewViolations = 0
fmax_mhz = 451.2
slew_headroom = 0.4813
hold_viol_final = 0
rsz0062_at_grt = "false"
worst_pin_slew_ns = 0.7709
skew_ns = 0.005088
finalSetupTns_ns = 0
setup_viol = 0
min_period_ns = 2.216
finalCritPeriodShare = 0.4818

[worst_hold_path]
hold_depth = 2
hold_path_class = "reg -> reg"

[power]
p_sw_uw = 111.0
peakVddDrop_mv = 0.1815
internal_power_uw = 394.7
clockPowerShare = 0.421
powerDensity_mw_per_mm2 = 287.5
switching_share = 0.2194
combPwrFrac = 0.042
p_leak_uw = 0.0006503
pwr-share-seq = 0.538

[flow_run]
warnings = 26
cap_violations = 0

[layout]
fill_cells = 817
fin_util = 0.2412
area_delta_synth_final_pct = 20.17
final_area_sq_mm = 0.001759
mostFrequentLayoutCell = "dfrtp_1"
drive_above_1_share = 0.1635
layout_top_cells = "dfrtp_1, nor2_1, xnor2_1"

[route]
wire_per_inst_microns = 10.86
final_antenna_net_count = 0
dr.pass1.iters = 4
drc = 0
diodes = 0
wirelength_mm = 2.803
num_vias = 1067
drtIter0Drc = 39
viasPerCell = 4.136

[outcome]
status = "finished, final reports clean"
-- flip-flops by register name (all words and copies together), names as in the netlist --
name and cells:
counter 24, led 6
-- cells by family after synthesis --
group	count (synthesis)
other	1
adders and majority gates	2
muxes	6
xor gates and xnor gates	11
buffers and inverters	12
and+or+nand+nor	62
DFF	30
AOI/OAI and AO/OA	20
-- cells in the mapped netlist (2+ instances only) --
cell type,instances
dfrtp_1,25
nand2_1,3
nand4_1,7
nor3_1,4
mux2_2,6
or4_4,2
clkbuf_1,3
inv_1,8
nand3_1,9
a21oi_1,8
dfstp_2,5
nor4_1,3
or3_1,8
xnor2_1,10
nor2_1,20
ha_1,2
o21ai_0,8
-- final cells by class --
cell class	count	area [sq um]	share of cell area
Timing Repair Buffer	10	92.59	0.05263
Multi-Input combinational cell	103	664.4	0.3777
Clock inverter	1	5.005	0.002845
Tap cell	99	123.9	0.07041
Sequential cell	30	757.0	0.4303
Clock buffer	7	86.33	0.04908
Inverter	8	30.03	0.01707
-- path summary, 6_finish.rpt --
check / end / start / slack, ns
worst max-delay path: led[4] / led[4] / 2.38
worst min-delay path: counter[21] / counter[21] / 0.53
worst max register to register: counter[16] / counter[0] / 2.62
worst min register to register: counter[21] / counter[21] / 0.53
max in group asynchronous: led[3] / sys_rst_n / 3.26
min in group asynchronous: counter[17] / sys_rst_n / 1.02
-- per-stage QoR --
stage	setup slack (ns)	instances	hold WS (ns)	power [uW]
6_report	2.384	258	0.5319	505.7
5_1_grt	2.347	258	0.5814	526.9
4_1_cts	2.357	258	0.5389	514.7
3_5_place_dp	2.637	250	0.5245	298.0
3_3_place_gp	2.668	250	0.5060	297.5
2_1_floorplan	2.745	145	0.4750	286.4
-- layer usage --
layer,vias to the layer above,wire length [microns]
met1,513,1347
met2,13,1300
met4,0,62
li1,537,-
met3,4,92
met5,-,0
-- power by group through the flow --
stage / sequential [uW] / clock [uW] / combinational (uW)
4_1_cts: 272 / 221 / 21.9
5_1_grt: 272 / 230 / 24.6
6_report: 272 / 213 / 21.0
No activity file was given, so power comes from the tool's default toggle rates.
